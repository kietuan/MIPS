===== run.sh =====
#!/bin/bash
# OpenROAD 26Q1-2900-gdf79404cd8, Yosys 0.63+post, stock flow scripts
make -C /OpenROAD-flow-scripts/flow DESIGN_CONFIG=/design/flow/config.mk WORK_HOME=/design/flow/orfs finish

===== config.mk =====
export PLATFORM = sky130hd
export DESIGN_NAME = control
export DESIGN_NICKNAME = control
export VERILOG_FILES = /design/flow/design.v
export SDC_FILE = /design/flow/constraint.sdc
export NUM_CORES = 4
export LEC_CHECK = 1
export CORE_AREA = 10 10 70 70
export DIE_AREA = 0 0 80 80

===== constraint.sdc =====
current_design control

set clk_period 2.4
set clk_io_pct 0.2

create_clock -name clk0 -period $clk_period

set non_clock_inputs [all_inputs -no_clocks]
set_input_delay [expr $clk_period * $clk_io_pct] -clock clk0 $non_clock_inputs
set_output_delay [expr $clk_period * $clk_io_pct] -clock clk0 [all_outputs]

===== design.v =====
`timescale 1ns / 1ps
module control(
    input      [31 :0] instruction, 
    output reg [10:0]  control_signal
);
    wire [5:0] opcode;
    assign opcode = instruction[31:26];
    always@(*)
    begin
        if (!instruction)
            control_signal = 11'b000_000_000_00;
        else if(!opcode[5:2])
        begin
            if(!opcode[1:0])  
            begin
                control_signal[10:4] = 7'b0000010;
                control_signal[2:0] = 3'b011;
                control_signal[3]   = 0;
            end
            else if(opcode[1:0] == 2)  
                control_signal[10:0] = 11'b10000010000;
            else
                control_signal[10:0] = 11'b00000001000;
        end
        else if (opcode == 6'h1c)  
        begin
            control_signal[10:4] = 7'b0000010;
            control_signal[2:0] = 3'b011;
            control_signal[3]   = 0;
        end
        else if(opcode[5:2]==4'b1000) 
        begin
            control_signal[10:6] = 7'b00101;
            control_signal[2:0] = 3'b110;
            if(opcode[1:0]==2'b11)  
            begin
                control_signal[5:4] = 2'b00;
                control_signal[3] = 0;
            end
            else if(opcode[1:0]==2'b01)  
            begin
                control_signal[5:4] = 2'b11;
                control_signal[3] = 0;
            end
            else
            begin
                control_signal[5:4] = 2'b00;
                control_signal[3] = 1;
            end
        end
        else if(opcode[5:2]==4'b1010) 
        begin
            control_signal[10:6] = 7'b00010;
            control_signal[2:0] = 3'b100;
            if(opcode[1:0]==2'b11) 
            begin
                control_signal[5:4] = 2'b00;
                control_signal[3] = 0;
            end
            else if(opcode[1:0]==2'b01) 
            begin
                control_signal[5:4] = 2'b11;
                control_signal[3] = 0;
            end
            else
            begin
                control_signal[5:4] = 2'b00;
                control_signal[3] = 1;
            end
        end
        else if(opcode==6'h4 || opcode == 6'h5)  
            control_signal[10:0] = 11'b01000010000;
        else if(opcode==6'b001000)  
            begin
            control_signal[10: 4] = 7'b0000000;  
            control_signal[2:0] = 3'b110;
            control_signal[3] = 0;
            end
        else
            control_signal[10:0] = 11'b00000001000;
    end
endmodule

==> job_summary.md <==
## PnR job results

| Metric | Value |
|---|---|
| Status | `completed` |
| Slew of the pin with the lowest slew margin | `0.235 ns` |
| DRC viols | `0` |
| Post-Syn Area per Cell | `about 6 um2` |
| GRT Total Usage | `under 10%` |
| Seq/Total Area, Yosys | `0%` |
| Port Buffers | `43` |
| Setup TNS Final | `0 ns` |
| Post-synthesis to final-layout area growth | `223%` |
| Crit. Startpoint | `instruction[2]` |
| Vias per cell | `3.75` |
| # setup viols final | `0` |
| Remaining Overflow, GRT | `0` |
| Setup crit start kind | `primary input` |
| 1st-pass router iterations | `2` |
| Cell Area, Placed | `between 800 and 900 um2` |
| Period utilization | `~96%` |
| Required @ worst endpoint | `between 1.5 and 2 ns` |
| Hold buffers post-CTS | `0` |
| Max VDD drop | `0.0000353 V` |
| Worst hold start | `instruction[26]` |
| Final HPWL DP | `roughly 1500 um` |
| Final Slew Violations | `0` |
| Synth Instances | `around 45` |
| Largest area contributor in the netlist | `nor4_1` |
| Cell Area, Synth | `roughly 280 um2` |
| Largest net degree at the start of global routing | `8` |
| Hold WC Path Type | `primary input to output port` |
| Initial drt markers | `23` |
| Leakage | `~0.39 nW` |
| Critical Path Slowest Stage Cell | `clkdlybuf4s50_1` |
| Routed via count | `~550` |
| Area contributors post-synth | `nor4_1 16%, nor2_1 9.5%, nor3_1 9.1%` |
| Die height | `roughly 80 um` |
| Max Cap Violations | `0` |
| Core area | `approximately 3400 um2` |
| Tmin final | `between 2 and 2.5 ns` |
| Critical path class | `primary input to output port` |
| Top cells excl fill/tap | `24 x clkdlybuf4s50_1, 15 x buf_4, 7 x dlymetal6s2s_1` |
| WL final | `~1600 um` |
| Share of the synthesized area in the top cell type | `between 15 and 20%` |
| Top cell excl fill/tap | `clkdlybuf4s50_1` |
| Routed WL per cell | `approximately 11 um` |
| Ant diodes | `0` |
| Layout Utilization | `a little over a quarter` |
| Share of layout cells above drive strength 1 | `35.0%` |
| Relative slew slack | `between 80% and 90%` |
| Fmax achieved | `around 430 MHz` |
| Final Instance Area | `around 890 um2` |
| Starting Density | `between 8 and 9%` |
| PwrDens | `approximately 120 nW/um2` |
| Critical path peak fanout | `2` |
| Row cnt | `21` |
| Initial antenna violation count | `0` |
| Yosys Chip Area | `between 200 and 300 um2` |
| Crit path capture type | `output port` |
| Die W | `roughly 80 um` |
| Vias in the first global route | `around 580` |
| Log Warnings | `33` |
| Storage cell area | `0 um2` |
| Flip-flops | `0` |
| Final hold violation count | `0` |
| WP buf/inv | `3` |
| Max incr delay on CP | `0.42 ns` |
| CP delay by family, top | `buffers and inverters` |
| Die Footprint | `6400 um2` |
| CP Data Arrival Time | `roughly 1.8 ns` |
| I/O Pins | `43` |
| Placer Congestion | `~0.76` |
| Distinct cells, synth | `21` |
| Clkbuf count | `0` |
| Crit path cell chain | `clkdlybuf4s50_1 > nor4_2 > nand4_1 > nor2_2 > buf_4 > a2bb2oi_2 > dlygate4sd2_1` |
| DRT antenna net count | `0` |
| First-pass GRT wire length | `about 2500 um` |
| Syn. warnings | `1` |
| # Cells Yosys | `between 40 and 50` |
[layer usage]
metal	global-route usage [%]	vias to the layer above	wire length [um]
met3	2.27	0	202
met2	8.35	22	777
met1	5.01	241	638
met4	0.176	0	0
li1	-	284	-
met5	0	-	0
[report_power, final]
group	switching, mW	leakage, nW	internal (mW)	total, mW
clock network	0	0	0	0
registers	0	0	0	0
logic	0.0358	0.393	0.0687	0.104
total	0.0358	0.393	0.0687	0.104
[cells in the mapped netlist (all sizes together)]
library cell / count
a21oi: 2
a2bb2oi: 1
and3: 2
buf: 3
inv: 1
nand2: 4
nand2b: 1
nand4: 2
nor2: 9
nor2b: 1
nor3: 6
nor4: 7
o21ai: 2
o22a: 2
o22ai: 1
o32ai: 1
[final cells by class]
cell class | count | area (um2)
well taps | 46 | 57.6
inverters | 1 | 3.75
fillers | 371 | 2530
multi-input cells | 41 | 299
repair buffers | 58 | 528
[kinds of logic (layout without fill, tap and decap cells)]
| family | count (synthesis) | after routing | share of synthesized area [%] |
|---|---|---|---|
| and+or+nand+nor | 32 | 32 | 63.2 |
| AOI/OAI and AO/OA | 9 | 9 | 24.5 |
| buffers and inverters | 4 | 59 | 12.3 |
[per-stage QoR]
| stage | worst slack (ns) | hold slack [ns] | instances | power (mW) |
|---|---|---|---|---|
| after floorplan | 0.823 | 0.975 | 45 | 0.0244 |
| after global placement | -0.336 | 2.02 | 144 | 0.106 |
| after detailed placement | -0.346 | 2.01 | 144 | 0.107 |
| after CTS | -0.0275 | 1.62 | 145 | 0.104 |
| after global routing | -0.0150 | 1.51 | 146 | 0.114 |
| final | 0.0896 | 1.46 | 146 | 0.104 |
[repair_timing]
action	in CTS	in global routing
gates resized	21	22
cloned	0	0
buffers inserted	2	1
setup endpoints to repair	11	7
pin swaps	5	9
[worst paths after layout]
check | endpoint | cells past startpoint
worst max-delay path | control_signal[1] | 7
worst min-delay path | control_signal[5] | 4
Power and IR drop assume default switching activity.
